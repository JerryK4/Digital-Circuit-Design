`/design/flow/constraint.sdc`:
```
current_design ADC

set clk_period 4.9
set clk_io_pct 0.2

create_clock -name clk0 -period $clk_period [get_ports {clk_12MHz}]

set non_clock_inputs [all_inputs -no_clocks]
set_input_delay [expr $clk_period * $clk_io_pct] -clock clk0 $non_clock_inputs
set_output_delay [expr $clk_period * $clk_io_pct] -clock clk0 [all_outputs]
```
`/design/flow/design.v`:
```
module SAR_ADC #(parameter RESOLUTION = 8) (
    input wire clk_i,                  
    input wire rst_ni,                
    input wire comp_i,                
    output wire rdy_o,                
    output wire [RESOLUTION-1:0] dac_o  
);
    localparam IDLE = 2'd0,
               CONVERT = 2'd1,
               DONE = 2'd2;
    reg [1:0] state_q, state_d;
    reg [RESOLUTION-1:0] mask_q, mask_d;
    reg [RESOLUTION-1:0] result_q, result_d;
    always @(posedge clk_i or negedge rst_ni) begin
        if (!rst_ni) begin
            state_q <= IDLE;
            mask_q <= 1 << (RESOLUTION - 1);
            result_q <= 0;
        end else begin
            state_q <= state_d;
            mask_q <= mask_d;
            result_q <= result_d;
        end
    end
    always @(*) begin
        state_d = state_q;
        mask_d = mask_q;
        result_d = result_q;
        case (state_q)
            IDLE: begin
                state_d = CONVERT;
                mask_d = 1 << (RESOLUTION - 1);
                result_d = 0;
            end
            CONVERT: begin
                if (comp_i)
                    result_d = result_q | mask_q;
                else
                    result_d = result_q;
                mask_d = mask_q >> 1;
                state_d = (mask_d == 0) ? DONE : CONVERT;
            end
            DONE: begin
                state_d = IDLE;
            end
            default: begin
                state_d = IDLE;
            end
        endcase
    end
    assign dac_o = result_q;
    assign rdy_o = (state_q == DONE);
endmodule
module clock_divider (
    input wire clk,               
    output reg clk_4Hz = 0        
);
    parameter DIVISOR = 6_000;
    reg [21:0] counter = 0;
    always @(posedge clk) begin
        if (counter == DIVISOR - 1) begin
            counter <= 0;
            clk_4Hz <= ~clk_4Hz;
        end else begin
            counter <= counter + 1;
        end
    end
endmodule
module ADC (
    input wire clk_12MHz,         
    input wire rst_ni,            
    input wire comp_i,            
    output wire rdy_o,            
    output wire [7:0] dac_o       
);
    wire clk_4Hz;
    clock_divider clk_div_inst (
        .clk(clk_12MHz),
        .clk_4Hz(clk_4Hz)
    );
    SAR_ADC #(8) adc_inst (
        .clk_i(clk_4Hz),
        .rst_ni(rst_ni),
        .comp_i(comp_i),
        .rdy_o(rdy_o),
        .dac_o(dac_o)
    );
endmodule
```
`/design/flow/run.sh`:
```
#!/bin/bash
# OpenROAD 26Q1-2900-gdf79404cd8, Yosys 0.63+post, stock flow scripts
make -C /OpenROAD-flow-scripts/flow DESIGN_CONFIG=/design/flow/config.mk WORK_HOME=/design/flow/orfs finish
```
`/design/flow/config.mk`:
```
export PLATFORM = sky130hd
export DESIGN_NAME = ADC
export DESIGN_NICKNAME = ADC
export VERILOG_FILES = /design/flow/design.v
export SDC_FILE = /design/flow/constraint.sdc
export NUM_CORES = 4
export LEC_CHECK = 1
export CORE_AREA = 10 10 105 105
export DIE_AREA = 0 0 115 115
```
==> impl_summary.log <==
[metrics] run summary
INFO  metric p_sw_share = 19.4%
INFO  metric worst_pin_slew = 572 ps
INFO  metric layout_top_cells_excl_fill_tap = sky130_fd_sc_hd__nor2_1, sky130_fd_sc_hd__dfxtp_1, sky130_fd_sc_hd__nand2_1
INFO  metric ios = 12
INFO  metric warning_count = 25
INFO  metric synthToLayoutAreaGrowth = 15.2%
INFO  metric unclocked_pins = 19
INFO  metric final_instance_count_excl_fillers = 292
INFO  metric cts_tree = done
INFO  metric p_switching = about 0.00006 W
INFO  metric skew = around 2.2 ps
INFO  metric drt-met1-wl = 1470 um
INFO  metric route.antenna.remaining_nets = 0
INFO  metric layout.cell_area.non_filler = 1980 um^2
INFO  metric internal-power = 0.000246 W
INFO  metric worstSetupPathType = flip-flop to flip-flop
INFO  metric drt_iter0_drc = roughly 100
INFO  metric fin_hold_ws = 460 ps
INFO  metric initial_antenna_violation_count = 0
INFO  metric dpl-instance-area = 1940 um^2
INFO  metric route.detailed.drc = 0
INFO  metric routed_wl = between 2000 and 3000 um
INFO  metric max_clock_freq = 656 MHz
INFO  metric post_layout_period_usage_of_the_worst_path = 31.1%
INFO  metric layout_top_cell = sky130_fd_sc_hd__nor2_1
INFO  metric antenna_cells = 0
INFO  metric synth.yosys.num_cells = 175
INFO  metric clkTransAtPathRegs = 80 ps
INFO  metric first_global_vias = 1111
INFO  metric count_of_endpoints_without_a_timing_constraint = 28
INFO  metric worst_endpoint_required_time = 4870 ps
INFO  metric synth.top_cell.area_share = between 20% and 30%
INFO  metric clkLatencyLatePin = 260 ps
INFO  metric ys_warn_count = 2
INFO  metric fin_util = 22.6%
INFO  metric routed-wl-met2 = 1190 um
INFO  metric rows = 34
INFO  metric pin_count_of_the_biggest_net_entering_global_routing = 21
INFO  metric worst_ep_arrival_time = 1500 ps
INFO  metric chipArea = 13200 um^2
INFO  metric topRoutingLayerUsed = met4
INFO  metric place.gp.congestion = 0.769
INFO  metric p_clk_share = 36.6%
INFO  metric seq_power_share = between 60% and 70%
INFO  metric syn_inst = 175
INFO  metric postCtsSetupRepairBufs = 0
INFO  metric final.setup.tns = 0 ps
INFO  metric setup_repair_after_global_routing_missed_its_margin = false
INFO  metric tritoncts.num_buffers = 3
INFO  metric fillerInstances = 945
INFO  metric first_pass_grt_wire_length = slightly below 5000 um
INFO  metric dp_hpwl = 2060 um
INFO  metric crit_fanout = 11
INFO  metric synth_sequential_area_ratio = 55.1%
INFO  metric drt_pass1_iterations = 4
INFO  metric place.detailed.instances = 288
INFO  metric average_instance_area_after_synthesis = 9.84 um^2
INFO  metric timing.final.hold_violations = 0
INFO  metric power-per-cell-area = around 150 nW/um^2
INFO  metric h-tree-depth = 1
INFO  metric run_status = complete, no violations
INFO  metric synth.ff_latch_count = roughly 42
INFO  metric crit_path_start_kind = flip-flop
INFO  metric slew_headroom = 61.9%
INFO  metric synth.area.top_cells = sky130_fd_sc_hd__dfxtp_1, sky130_fd_sc_hd__dfrtp_1, sky130_fd_sc_hd__xor2_1
INFO  metric yosys.stat.chipArea = around 1700 um^2
INFO  metric max-cap-violations = 0
INFO  metric avgViaCountPerCell = 4.01
INFO  metric synth_area_leader_cell = sky130_fd_sc_hd__dfxtp_1
INFO  metric fp-utilization = about a fifth
INFO  metric worstSetupEndpointType = flip-flop
INFO  metric standard_cell_core_area = 8760 um^2
INFO  metric drt-wirelength-per-cell = 9.71 um
INFO  metric clockBufferDepth = 2
INFO  metric grt.total_usage = approximately 4.3%
INFO  metric layout-drive-gt1-share = 7.61%
INFO  metric leakage_power_total = 0.812 nW
INFO  metric setup_viol = 0
INFO  metric combinational_share_of_power = about 1.9%
INFO  metric wl_met3 = 163 um
INFO  metric reg_area = 948 um^2
INFO  metric fin_crit = 1520 ps
INFO  metric final_max_slew_viol_count = 0
INFO  metric grt-ovfl-total = 0
INFO  metric cts_repair_resize_count = 0
INFO  metric ctsHoldBuffers = 0
INFO  metric fp.dieH = between 100 and 150 um
INFO  metric die_w = 115 um
INFO  metric vdd_drop_max = about 0.073 mV
INFO  metric place.port_buffers = 11
INFO  metric area.combinational = 717 um^2
INFO  metric clock-root-buffer = sky130_fd_sc_hd__clkbuf_8
INFO  metric holdCritPathClass = flip-flop to flip-flop
INFO  metric routed-via-count = 1171
INFO  metric netlist_area = roughly 1700 um^2
INFO  metric netlist-cell-type-count = 33
cell usage after synthesis (all sizes together):
cell    number
a21oi       15
nor3         5
nor2b        1
nand2       21
clkinv       1
o21ai        8
nand2b       1
nor2        23
inv          2
nor4         3
and2         1
or4          1
dfstp        2
a31oi        1
nand4       12
xor2        17
dfxtp       22
nor4b        1
dfrtp       17
clkbuf       5
nand3        3
ha           1
and4         2
edfxtp       1
xnor2        3
buf          3
and3         3
state kept, by name (all words and copies together) (netlist names):
name / flops
clk_div_inst.clk_4Hz: 1
adc_inst.state_q: 3
adc_inst.mask_q: 8
adc_inst.result_q: 8
clk_div_inst.counter: 22
power by group through the flow:
stage     Clock, W  Combinational, W  Sequential, W
6_report  0.000112        0.00000592       0.000188
5_1_grt   0.000126        0.00000684       0.000188
4_1_cts   0.000117        0.00000626       0.000188
critical path, cell delays in order (launching register included):
cell,delay (ps)
sky130_fd_sc_hd__dfxtp_1,370
sky130_fd_sc_hd__ha_1,210
sky130_fd_sc_hd__nand3_1,120
sky130_fd_sc_hd__nand2b_1,200
sky130_fd_sc_hd__nor3_1,150
sky130_fd_sc_hd__buf_4,200
per-layer routing:
layer | track usage (%) | up-vias
met2 | 6.79 | 12
met1 | 5.96 | 542
met3 | 1.05 | 2
li1 | - | 615
met5 | 0 | -
met4 | 0.413 | 0
cell type report:
class | count | share of cell area [%]
timing repair buffer | 13 | 6.31
inverter | 3 | 0.568
tap | 108 | 6.81
multi-input combinational | 122 | 36.2
clock inverter | 1 | 0.252
sequential | 42 | 47.8
clock buffer | 3 | 2.08
final timing paths:
kind	startpoint	end	slack, ps	cells past startpoint
worst max-delay path	clk_div_inst.counter[0]$_SDFF_PN0_	clk_div_inst.clk_4Hz$_DFFE_PN_	3380	5
worst min register to register	clk_div_inst.counter[21]$_SDFF_PN0_	clk_div_inst.counter[21]$_SDFF_PN0_	460	1
worst max register to register	clk_div_inst.counter[0]$_SDFF_PN0_	clk_div_inst.clk_4Hz$_DFFE_PN_	3380	5
worst min-delay path	clk_div_inst.counter[21]$_SDFF_PN0_	clk_div_inst.counter[21]$_SDFF_PN0_	460	1
logic make-up after synthesis:
logic type / synth area share, %
buf+inv: 3.27
simple gates: 23.7
xor+xnor: 10.2
flops: 55.1
compound gates: 7.05
fa+ha+maj: 0.727
through the flow:
stage | power [W] | setup WS (ps)
2_1_floorplan | 0.000193 | 3420
3_3_place_gp | 0.000199 | 3400
3_5_place_dp | 0.000198 | 3370
4_1_cts | 0.000311 | 3360
5_1_grt | 0.000321 | 3240
6_report | 0.000305 | 3380
Power and IR drop assume default switching activity.
