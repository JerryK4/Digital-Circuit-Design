--- /design/flow/run.sh ---
#!/bin/bash
# OpenROAD 26Q1-2900-gdf79404cd8, Yosys 0.63+post, stock flow scripts
make -C /OpenROAD-flow-scripts/flow DESIGN_CONFIG=/design/flow/config.mk WORK_HOME=/design/flow/orfs finish
--- /design/flow/config.mk ---
export PLATFORM = sky130hd
export DESIGN_NAME = traffic_light
export DESIGN_NICKNAME = traffic_light
export VERILOG_FILES = /design/flow/design.v
export SDC_FILE = /design/flow/constraint.sdc
export NUM_CORES = 4
export LEC_CHECK = 1
export CORE_UTILIZATION = 40
--- /design/flow/constraint.sdc ---
current_design traffic_light

set clk_period 3.5
set clk_io_pct 0.2

create_clock -name clk0 -period $clk_period [get_ports {clk}]

set non_clock_inputs [all_inputs -no_clocks]
set_input_delay [expr $clk_period * $clk_io_pct] -clock clk0 $non_clock_inputs
set_output_delay [expr $clk_period * $clk_io_pct] -clock clk0 [all_outputs]
--- /design/flow/design.v ---
module traffic_light(
    input clk,
    input reset_n,
    input Ta,
    input Tb,
    output reg [7:0] led_7_segment_1,
    output reg [7:0] led_7_segment_2,
    output led_7_segment_1_ena,
    output led_7_segment_2_ena,
    output reg [2:0] La,
    output reg [2:0] Lb
);
    localparam clk_div_period = 12_000_000;
    reg [24:0] counter_clk;
    reg [4:0] counter_sec;
    wire [4:0] counter_sec_wire;
    reg counter_reset;
    localparam S0 = 0;  
    localparam S1 = 1;  
    localparam S2 = 2;  
    localparam S3 = 3;  
    localparam GREEN = 3'b101;  
    localparam YELLOW = 3'b001; 
    localparam RED = 3'b011;   
    reg [1:0] current_state;
    reg [1:0] next_state;
    assign led_7_segment_1_ena = 0;  
    assign led_7_segment_2_ena = 0;
    assign counter_sec_wire = current_state == S0 || current_state == S2 ? 4 : counter_sec;
    always @*
    begin
        case (counter_sec_wire)
            0: led_7_segment_1 = 8'h3F;    
            1: led_7_segment_1 = 8'h06;    
            2: led_7_segment_1 = 8'h5B;    
            3: led_7_segment_1 = 8'h4F;    
            4: led_7_segment_1 = 8'h66;    
            5: led_7_segment_1 = 8'h6D;    
            6: led_7_segment_1 = 8'h7D;    
            7: led_7_segment_1 = 8'h07;    
            8: led_7_segment_1 = 8'h7F;    
            9: led_7_segment_1 = 8'h6F;
            default: led_7_segment_1 = 8'hFF;
        endcase
    end
    always @*
    begin
        case (counter_sec_wire)
            0: led_7_segment_2 = 8'h3F;    
            1: led_7_segment_2 = 8'h06;    
            2: led_7_segment_2 = 8'h5B;    
            3: led_7_segment_2 = 8'h4F;    
            4: led_7_segment_2 = 8'h66;    
            5: led_7_segment_2 = 8'h6D;    
            6: led_7_segment_2 = 8'h7D;    
            7: led_7_segment_2 = 8'h07;    
            8: led_7_segment_2 = 8'h7F;    
            9: led_7_segment_2 = 8'h6F;    
            default: led_7_segment_2 = 8'hFF;
        endcase
    end
    always @(posedge clk, negedge reset_n)
    begin
        if (~reset_n)
            counter_clk <= 0;
        else
            if (counter_clk == clk_div_period - 1)
                counter_clk <= 0;
            else
                counter_clk <= counter_clk + 1;
    end
    always @(posedge clk, negedge reset_n)   
    begin    
        if (~reset_n)      
            counter_sec <= 4;    
        else    
        begin
            if (counter_reset)        
                counter_sec <= 4;     
            else
                if (counter_clk == clk_div_period - 1)
                    counter_sec <= counter_sec - 1;
                else
                    counter_sec <= counter_sec;
        end
    end
    always @(posedge clk, negedge reset_n) 
    begin    
        if (~reset_n)
current_state <= S0;    
        else
            current_state <= next_state;
    end
    always @*  
    begin    
        case (current_state)      
            S0:        
                if (~Ta )
                    next_state = S1;
                else
                    next_state = S0;      
            S1:       
                if (counter_sec == 0)          
                    next_state = S2;        
                else          
                    next_state = S1;     
            S2:        
                if (~Tb )          
                    next_state = S3;        
                else          
                    next_state = S2;
            S3: 
                if (counter_sec == 0)
                    next_state = S0;        
                else
                    next_state = S3;
            default:
                next_state = S0;
        endcase
    end
    always @*   
    begin    
        case (current_state)     
            S0:      
            begin        
                if (~Ta)          
                    counter_reset = 1;        
                else            
                    counter_reset = 0;        
                {La, Lb} = {GREEN, RED};     
            end              
            S1:      
            begin        
                if (counter_sec == 0)
                    counter_reset = 1;
                else
                    counter_reset = 0;
                {La, Lb} = {YELLOW, RED};      
            end
            S2:
            begin
                if (~Tb)
                    counter_reset = 1;
                else
                    counter_reset = 0;
                {La, Lb} = {RED, GREEN};
            end
            S3:
            begin
                if (counter_sec == 0)
                    counter_reset = 1;
                else
                    counter_reset = 0;
                {La, Lb} = {RED, YELLOW};
            end
            default: {La, Lb} = 0;
        endcase
    end
endmodule
==> tab_implementation.tex <==
% Auto-generated results table
\begin{tabular}{lr}
\hline
Metric & Value \\
\hline
\multicolumn{2}{l}{\textbf{Outcome}} \\
\quad Result of the run & complete, no violations \\
\multicolumn{2}{l}{\textbf{Floorplan}} \\
\quad Chip height & approximately 75 um \\
\quad Starting utilization of the core area & between 40\% and 50\% \\
\quad Die X-Extent & approximately 75 um \\
\quad Floorplan core area & approximately 0.0051 mm\^{}2 \\
\quad Row count & 26 \\
\quad Floorplan die area & about 0.0056 mm\^{}2 \\
\quad I/O pins & 28 \\
\multicolumn{2}{l}{\textbf{Final timing}} \\
\quad Tightest slew margin relative to the limit & 57.3\% \\
\quad Period utilization & about nine tenths \\
\quad Worst slew pin tran & around 630 ps \\
\quad Final max-slew violation count & 0 \\
\quad Setup skew after layout & 4.76 ps \\
\quad Number of failing hold endpoints at the final stage & 0 \\
\quad Max Clk Rate & roughly 0.32 GHz \\
\quad Minimum clock period after layout & 3130 ps \\
\quad TNS Setup & 0 ps \\
\quad Unrepaired setup endpoints after global routing & false \\
\quad Final setup violation count & 0 \\
\multicolumn{2}{l}{\textbf{Power and ir drop}} \\
\quad Leak & between 0.001 and 0.0015 uW \\
\quad Maximum resistive drop on vdd & $\sim$200 uV \\
\quad Power Density & between 200 and 300 mW/mm\^{}2 \\
\multicolumn{2}{l}{\textbf{Critical path}} \\
\quad Number of cell instances on the worst register-to-register path & 4 \\
\quad Register-to-register setup slack & between 1000 and 1500 ps \\
\quad Slowest library cell on the worst path & dfrtp\_1 \\
\quad CP Data Required Time & between 2000 and 3000 ps \\
\quad CP startpoint kind & flop \\
\quad Ordered list of cells on the worst path & nor2\_2 -> nand2\_1 -> inv\_1 -> ha\_1 -> nand2b\_1 -> a2111oi\_0 -> o22ai\_1 -> clkdlybuf4s50\_1 \\
\quad Kind of critical path & reg -> out \\
\quad Capturing element type of the critical path & output pin \\
\quad Peak fanout along the critical path & 8 \\
\quad Reg2Reg Capture Point & counter\_sec[4] \\
\quad Largest stage delay on the critical path & 450 ps \\
\quad R2r startpoint & counter\_clk[8] \\
\quad Data arrival at the endpoint of the critical path & 2430 ps \\
\multicolumn{2}{l}{\textbf{Logic synthesis}} \\
\quad Number of enable-type register cells in the synthesized netlist & 0 \\
\quad Area fraction in xor and xnor cells & under 10\% \\
\quad Chip Area, Yosys & roughly 0.0021 mm\^{}2 \\
\quad Number of cell instances after yosys synthesis & between 200 and 250 \\
\quad Share of synthesized area spent on multiplexers & 0\% \\
\quad Most frequently used cell type in the post-synthesis netlist & dfrtp\_1 \\
\quad Number of synthesized register bits & 34 \\
\quad Compound-cell area share of the yosys netlist & roughly 14\% \\
\quad Logic family by area & simple AND/OR/NAND/NOR gates \\
\quad Cell variety after synth & $\sim$50 \\
\quad Share of the yosys chip area belonging to registers & a little over 40\% \\
\quad Post-synth top cells & 32 x dfrtp\_1, 23 x nand2\_1, 14 x buf\_4 \\
\quad Mean Syn Cell Area & between 9 and 10 um\^{}2 \\
\quad Dominant cells by area after synthesis & dfrtp\_1 38\%, buf\_4 5.0\%, ha\_1 4.8\% \\
\quad Share of flip-flops with an asynchronous set or reset after synthesis & around 100\% \\
\quad Most used DFF post-synth & dfrtp\_1 \\
\quad Area leader share & between 30\% and 40\% \\
\quad Gate Count Post-Synth & approximately 230 \\
\quad Largest area contributor in the synthesized netlist & dfrtp\_1 \\
\quad Mapped Area & around 0.0021 mm\^{}2 \\
\quad Simple share & 26.1\% \\
\quad Number of warning messages in the yosys log & 1 \\
\quad Adder and majority cell fraction of the synthesized area & 4.75\% \\
\multicolumn{2}{l}{\textbf{CTS}} \\
\quad CTS clock-pin slew for the worst setup and hold paths & around 60 ps \\
\quad Number of setup buffers added after CTS & 0 \\
\quad Clock sinks & 34 \\
\quad Worst-Skew Late Latency & approximately 280 ps \\
\quad Maximum level of the CTS H-tree & 2 \\
\quad Number of clock buffers inserted by TritonCTS & 5 \\
\quad Clock tree from TritonCTS & done \\
\quad Cell at the root of the clock tree & clkbuf\_8 \\
\quad Maximum root-to-sink buffer count & 2 \\
\quad CTS Hold Buffers Added & 0 \\
\multicolumn{2}{l}{\textbf{Place}} \\
\quad Quantity of I/O buffers inserted on ports & 23 \\
\quad Detailed Place HPWL & approximately 2.8 mm \\
\quad Routability congestion estimate from global placement & $\sim$0.8 \\
\quad Post-placement cell area & 0.00230 mm\^{}2 \\
\quad Total instance count after detailed placement & 304 \\
\multicolumn{2}{l}{\textbf{Routing}} \\
\quad Number of nets still failing antenna checks after routing & 0 \\
\quad Number of remaining DRC errors & 0 \\
\quad Detailed Route WL & 3.93 mm \\
\quad Violation count after the first detailed-routing iteration & 65 \\
\quad Per-cell routed wire length & roughly 13 um \\
\quad First-pass detailed-route iteration total & 4 \\
\quad Vias per inst & between 5 and 6 \\
\quad Number of diodes added for antenna fixing & 0 \\
\quad Vias & about 1600 \\
\multicolumn{2}{l}{\textbf{Global route}} \\
\quad Largest net degree at the start of global routing & 35 \\
\quad First-pass GRT wire length & between 6 and 7 mm \\
\quad Via count of the first global-routing pass & around 1400 \\
\quad GRT Residual Overflow & 0 \\
\quad GRT Total Usage & between 10\% and 20\% \\
\quad Initial antenna violation count & 0 \\
\multicolumn{2}{l}{\textbf{Run}} \\
\quad Total tool warning count & 30 \\
\quad Max-Cap Viols & 0 \\
\multicolumn{2}{l}{\textbf{Finish}} \\
\quad Final standard cell area without fillers & 0.00239 mm\^{}2 \\
\quad Post-synthesis to final-layout area growth & 13.5\% \\
\quad Fillers & $\sim$490 \\
\quad Share of cells above drive strength 1 & a little under 9\% \\
\quad Final std cells w/o fill & 312 \\
\multicolumn{2}{l}{\textbf{Min path}} \\
\quad Type of the tightest min-delay check & reg -> reg \\
\quad Hold path depth & 1 \\
\quad Worst hold start & counter\_clk[24] \\
\quad Hold path endpoint & counter\_clk[24] \\
\hline
\end{tabular}
how the worst max path moves through the flow:
| stage | startpoint | endpoint | slack (ps) | cells after the start |
|---|---|---|---|---|
| after CTS | current_state[1] | led_7_segment_1[4] | 260 | 8 |
| final | current_state[1] | led_7_segment_1[4] | 370 | 8 |
| after global routing | current_state[1] | led_7_segment_2[4] | 90 | 8 |
through the flow:
stage	setup slack (ps)	total power [uW]	hold WS [ps]	utilization [%]
after floorplan	1060	404	404	-
after global placement	616	413	459	45.2
after detailed placement	568	413	461	45.2
after CTS	256	708	471	47.0
after global routing	89.1	732	507	47.1
final	371	700	467	47.1
cells by family after synthesis:
kind of cell               after synthesis
xor gates and xnor gates                13
AOI/OAI and AO/OA                       45
buffers and inverters                   32
other                                    2
adders and majority gates                8
DFF                                     34
and+or+nand+nor                         95
layout by cell type (no fill, tap or decap), drive strengths merged, types with 3 or more instances in the layout:
master / instances
clkbuf: 7
xnor2: 8
xor2: 5
dfrtp: 32
o21ai: 9
or4: 8
conb: 4
clkdlybuf4s50: 23
nand2: 23
a21o: 3
and4: 3
ha: 8
a21oi: 12
nor3: 8
o31ai: 7
nor2: 12
inv: 10
and3: 4
nand4: 4
or3: 4
nand3: 13
where the power goes:
group          switching (uW)  internal [uW]  total (uW)  leakage, uW
sequential                  0            393         393     0.000453
combinational            8.19           3.69        11.9     0.000531
clock                     136            159         295    0.0000482
total                     145            555         700      0.00103
metal layers:
| layer | track usage, % | up-vias | share of wire (%) |
|---|---|---|---|
| met3 | 3.57 | 2 | 5.0 |
| met1 | 26.5 | 757 | 52 |
| met5 | 0 | - | 0 |
| met4 | 1.47 | 0 | 0.61 |
| met2 | 23.8 | 38 | 42 |
| li1 | - | 829 | - |
registers in the layout, indices dropped and copies added (netlist names):
| register | flops |
|---|---|
| counter_clk | 25 |
| current_state | 4 |
| counter_sec | 5 |
critical path, delay by kind of cell, from the launching register on:
family                   cells  cell delay [ps]
buffers and inverters        2              530
AND/OR/NAND/NOR              3              450
adder cells (fa/ha/maj)      1              160
AND-OR/OR-AND                2              560
flip-flops                   1              450
area by class of cell:
class                           count  area (um^2)  share of cell area, %
Tap cell                           70         87.6                   3.66
Sequential cell                    34          853                   35.7
Timing Repair Buffer               25          245                   10.3
Multi-Input combinational cell    165         1070                   45.0
Inverter                           10         37.5                   1.57
Clock buffer                        7         86.3                   3.61
Clock inverter                      1         5.00                  0.209
what timing repair did:
item,4_1_cts,5_1_grt
hold endpoints to repair,0,0
gates resized,0,1
setup endpoints to repair,0,2
Power is estimated from default activity; no workload was simulated.
