[design.v]
module carFSM(
    input logic clk,
    input logic reset,
    input logic left, right,
    output logic la, lb, lc, ra, rb, rc
);
    localparam INIT = 3'b000;
    localparam L1   = 3'b001;
    localparam L2   = 3'b010;
    localparam L3   = 3'b011;
    localparam R1   = 3'b100;
    localparam R2   = 3'b101;
    localparam R3   = 3'b110; 
    reg [2:0] current_state, next_state;
    always_ff @(posedge clk or negedge reset) begin
        if (~reset)  
            current_state <= INIT;
        else
            current_state <= next_state;
    end
    always_comb begin
        next_state = current_state;  
        case (current_state)
            INIT: begin
                if (left)
                    next_state = L1;
                else if (right)
                    next_state = R1;
            end
            L1: next_state = L2;
            L2: next_state = L3;
            L3: next_state = INIT;
            R1: next_state = R2;
            R2: next_state = R3;
            R3: next_state = INIT;
        endcase
    end
    always_comb begin
        {la, lb, lc, ra, rb, rc} = 6'b000000;
        case (current_state)
            L1: {la, lb, lc, ra, rb, rc} = 6'b100000;
            L2: {la, lb, lc, ra, rb, rc} = 6'b110000;
            L3: {la, lb, lc, ra, rb, rc} = 6'b111000;
            R1: {la, lb, lc, ra, rb, rc} = 6'b000100;
            R2: {la, lb, lc, ra, rb, rc} = 6'b000110;
            R3: {la, lb, lc, ra, rb, rc} = 6'b000111;
        endcase
    end
endmodule
[run.sh]
#!/bin/bash
# OpenROAD 26Q1-2900-gdf79404cd8, Yosys 0.63+post, stock flow scripts
make -C /OpenROAD-flow-scripts/flow DESIGN_CONFIG=/design/flow/config.mk WORK_HOME=/design/flow/orfs finish
[config.mk]
export PLATFORM = sky130hd
export DESIGN_NAME = carFSM
export DESIGN_NICKNAME = carFSM
export VERILOG_FILES = /design/flow/design.v
export SDC_FILE = /design/flow/constraint.sdc
export NUM_CORES = 4
export LEC_CHECK = 1
export CORE_AREA = 10 10 70 70
export DIE_AREA = 0 0 80 80
[constraint.sdc]
current_design carFSM

set clk_period 1.3
set clk_io_pct 0.2

create_clock -name clk0 -period $clk_period [get_ports {clk}]

set non_clock_inputs [all_inputs -no_clocks]
set_input_delay [expr $clk_period * $clk_io_pct] -clock clk0 $non_clock_inputs
set_output_delay [expr $clk_period * $clk_io_pct] -clock clk0 [all_outputs]
==> summary.txt <==
The implementation run finished. Counting the buffers created by CTS gives 3. The mapped netlist covers 233 µm². TritonCTS built the clock tree. Cell count listed in synth_stat.txt landed at 15. For reference, the mux area share after synthesis is 0%. Routability congestion estimate landed at roughly 0.74. Detailed placement reports a standard cell area of 395 µm². Per the detail_route report, DRC violations left total 0. Depth of the most critical reg-to-reg path landed at 2. The run reported a max-capacitance violation count of 0. Final period demand of the worst path landed at 1.37 ns. Among all flip-flop cells after synthesis, the most frequent one is dfrtp_1. The register with the most flip-flops in the final layout is current_state.

Starting utilization of the core area landed at under 10%. Post-synthesis cell type count landed at 7. Multi-input combinational cell area landed at a little over 60 µm². Maximum fanout along the worst path landed at 2. In this run the VDD rail shows a maximum IR drop of 0.000193 V.

Average via count per standard cell landed at 2.12. Among all cell types in the netlist, the one instantiated most often is dfrtp_1. The report lists the cells along the critical path as or3_1 > buf_2. In the synthesized netlist, the number of instances is 15.

Average wire per cell in the routed design landed at a little under 8 µm. Data arrives at the worst endpoint at 1.11 ns. The final power report lists total power as 0.424 mW. CTS sink count landed at 7.

Maximum cell stage delay along the critical path landed at 0.38 ns. Total vias in the final route landed at 163. Looking at the reg2reg group, the worst path ends at current_state[0]. The first TritonRoute pass finished after 2 iterations.

The critical path is of the flop to output pin type. The cell-mix breakdown from Yosys lists the simple-gate area share as 24.2%. In this run the tools logged warnings totalling 27. Xor/xnor cell area share of the yosys netlist landed at 0%. Placeable core region landed at between 3000 and 4000 µm². The run finished, with violations left. Top cell type's share of synthesized area landed at roughly 65%.

The main area contributors are dfrtp_1 65%, dfstp_2 11%, or3_1 8.1%. Count of final max-slew check failures landed at 0. After layout, the worst setup slack is -0.0677 ns. Final core area utilization landed at around an eighth. In the final timing run, aggregate negative setup slack is -0.133 ns. CTS built an H-tree with a depth of 1.

Via count of the first global-routing pass landed at 208. The routed design ends up with an antenna cell count of 0. The launch point of the worst register-to-register path is recorded as current_state[6]. Flip-flop count of the largest register, all copies and words added landed at 7. The critical path ends at la. Average cell area after synthesis landed at between 15 and 20 µm². The sequential cells in the finished layout cover a total of 176 µm². Counting along the longest clock path gives a buffer depth of 2. Aoi/oai-family share of the synthesized area landed at 0%. Per the STA report, the cell with the highest stage delay on the worst path is or3_1. From synthesis to final layout, the design area changed by 80.1%. Global-route wire length before repair landed at 1020 µm. Endpoints failing hold in the final report were tallied at 0. Share of the cycle needed by the critical path after routing landed at 105%. Fill cell total of the finished layout landed at roughly 400. Final cell count without fillers landed at 77. Area of the die landed at 6400 µm². Leakage power figure landed at 0.215 nW. In the final run the clock tree shows a worst skew of about 0.0064 ns. Per the finish-stage timing summary, setup violations number 2. STA classifies the critical path endpoint as an output pin.

Power density relative to cell area landed at 1010 nW/µm². Smallest hold slack landed at approximately 0.27 ns. Setup repair after global routing could not meet its margin everywhere. Number of buffers inserted by port buffering landed at 9. In the synthesis report, Yosys lists the chip area as approximately 230 µm².

In the synthesized netlist, the cells that appear most often are 6 x dfrtp_1, 3 x or3_1, 2 x or2_2. The post-synth count of flops with an enable pin is 0. Total length of routed wires landed at 595 µm. Half-perimeter wire length of the detailed placement result landed at 473 µm. The final reports fail on setup timing. The most critical setup path has its startpoint at current_state[4]. STA classifies the critical path startpoint as a flop. STA puts the critical path data required time at 1.04 ns. Global routing finished with a remaining overflow of 0. For reference, the top logic cell family by area is simple AND/OR/NAND/NOR gates. Per the post-route antenna check, the number of violating nets is 0. Post-route cell area landed at 419 µm². Clock transition time at the flip-flop clock pins of the worst setup and hold paths landed at 0.05 ns.

In this build the clock could be raised as far as 731 MHz. Checking hold timing, the worst path is listed with class input port to asynchronous set/reset pin. The floorplan has 21 rows. Async set-reset flop share out of synthesis landed at 100%. Number of design-rule violations left by the first detailed-router iteration landed at 1.

The die is 80 µm tall. Share of layout cells above drive strength 1 landed at between 40% and 50%. In this run the clock root is driven by a clkbuf_4. Fraction of the yosys area taken by sequential cells landed at 75.8%. Entering global routing, the biggest net connects 8 pins. The number of antenna violations at the first check in global routing came to 0. For the worst-skew pair, the clock arrives at the later sink with an insertion delay of 0.25 ns. Total I/O pin count landed at 10. Counting tap cells, the placed design contains a total of 72 instances. The synthesized design spends more area on one cell type than any other, namely dfrtp_1.

Across all register-to-register paths, the minimum setup slack is 0.33 ns. Per the synth log, the flip-flop and latch total comes to 7. Looking at the max-slew report, the worst-margin pin has a slew of between 0.3 and 0.4 ns. Summed over all routing layers, the global router reports a total usage of 2.07%. Worst slew slack as a fraction of its limit landed at 79.3%.

The largest registers in the layout are current_state: 7 flops. Synthesized-area fraction occupied by adder cells landed at 0%. For this run, the number of Yosys warnings is 1. The pre-CTS setup check shows a worst slack of -0.149 ns. Measured along the x axis, the die boundary spans 80 µm.
-- cells in the final DEF, fill, tap and decap left out --
master	count
clkbuf_4	3
and2_2	1
clkdlybuf4s50_1	3
buf_6	1
or2_4	2
clkbuf_1	1
or3_1	3
nor3b_1	1
dlygate4sd2_1	1
dfstp_2	1
dfrtp_1	6
buf_2	3
clkdlybuf4s15_1	1
buf_4	3
and3b_2	1
-- per-layer routing --
metal / GRT usage [%] / vias to the layer above / wire length (µm)
met5: 0 / - / 0
met1: 2.56 / 74 / 296
li1: - / 83 / -
met4: 0.704 / 0 / 0
met2: 2.81 / 6 / 242
met3: 1.36 / 0 / 56
-- cells by family (layout without fill, tap and decap cells) --
group | Yosys count | count (layout)
AND/OR/NAND/NOR | 8 | 8
flip-flops | 7 | 7
buffers and inverters | 0 | 16
-- layout make-up --
type / instances / share of cell area, %
sequential: 7 / 42.1
timing repair buffer: 12 / 23.3
multi-input combinational: 8 / 14.6
tap: 46 / 13.7
clock buffer: 4 / 6.27
-- worst max-delay path, delay by kind of cell (launching register included) --
kind          cells  cell delay, ns
simple gates      1            0.38
buf+inv           1            0.12
flops             1            0.37
-- where the power goes --
group          total, mW  internal, mW  switching (mW)
Combinational     0.0139       0.00828         0.00559
Clock              0.192         0.117          0.0749
Sequential         0.218         0.218               0
Total              0.424         0.343          0.0805
-- how the worst min path moves through the flow --
stage	from	end	slack, ns	cells after the start
CTS	reset	current_state[5]	0.27	1
global route	reset	current_state[5]	0.28	1
finish	reset	current_state[5]	0.27	1
-- what timing repair did --
action,in CTS,in global routing
setup endpoints to repair,6,5
hold buffers,0,0
pin swaps,2,1
resized,17,2
setup buffers,1,0
Power figures rest on the tool's default switching activity, not on a simulated workload.
